==> /design/flow/design.v <==
module testpc(
	clock,   
	reset,   
	pc,   
	instruction,   
	read_data1,   
	read_data2,   
	ext_imm_data,   
	alu_result,   
	mem_data,   
	reg_write_data,   
	imm_data,  
	mwrite_enable,
	mread_enable,
	read_addr1,
	read_addr2,
	write_addr
	);
	input clock, reset;
	output [15:0] pc, instruction, read_data1, read_data2, ext_imm_data, alu_result;
	output [15:0] reg_write_data, mem_data;
	output [6:0] imm_data;
	output mwrite_enable, mread_enable;
	output [2:0] read_addr1, read_addr2, write_addr;
	reg [15:0] pc, instruction, read_data1, read_data2, ext_imm_data, alu_result;
	reg [15:0] reg_write_data, mem_data;
	reg [15:0] jump_addr, branch_addr;
	reg [15:0] mwrite_addr, mread_addr;
	reg [6:0] imm_data;
	reg [2:0] read_addr1, read_addr2, write_addr;
	reg [1:0] result_sel;
	reg regwrite_enable, func_sel, imm_sel, mwrite_enable;
	reg mread_enable, memtoreg_sel, jump_enable, branch_enable;
	reg [15:0] reg_table[0:7];
	reg [15:0] c, temp;
	reg c1, c2, s1;
	wire [15:0] b1;
	always@(posedge clock)
	begin
		if(branch_enable == 1'b1)
		begin
			if(alu_result == 0)
				pc = pc + branch_addr;
			else
				pc = pc + 16'b0000000000000001;
		end
		else if(jump_enable == 1'b1)
			pc = 16'b0000000000000000 + jump_addr;
		else
			pc = pc + 16'b0000000000000001;
	end
	reg [15:0] inst_memory[0:31];
	always@(posedge clock or negedge reset)
	begin
		if(reset == 1'b0)
		begin
			inst_memory[0] = 16'b0000000000000000;
			inst_memory[1] = 16'b011_001_001_0000001;   
			inst_memory[2] = 16'b011_010_010_0000001;   
			inst_memory[3] = 16'b001_001_010_011_0000;   
			inst_memory[4] = 16'b101_001_010_0000011;   
			inst_memory[5] = 16'b011_011_100_0000010;   
			inst_memory[6] = 16'b011_100_101_0000011;   
			inst_memory[7] = 16'b100_001_011_0000011;   
			inst_memory[8] = 16'b110_010_011_0000011;   
			inst_memory[9] = 16'b0000000000000000;
			inst_memory[10] = 16'b0000000000000000;
			inst_memory[11] = 16'b001_100_101_110_0001;   
			inst_memory[12] = 16'b001_001_000_111_0010;   
			inst_memory[13] = 16'b111_0000000000101;   
			inst_memory[14] = 16'b0000000000000000;
			inst_memory[15] = 16'b0000000000000000;
			inst_memory[16] = 16'b0000000000000000;
			inst_memory[17] = 16'b0000000000000000;
			inst_memory[18] = 16'b0000000000000000;
			inst_memory[19] = 16'b0000000000000000;
			inst_memory[20] = 16'b0000000000000000;
			inst_memory[21] = 16'b0000000000000000;
			inst_memory[22] = 16'b0000000000000000;
			inst_memory[23] = 16'b0000000000000000;
			inst_memory[24] = 16'b0000000000000000;
			inst_memory[25] = 16'b0000000000000000;
			inst_memory[26] = 16'b0000000000000000;
			inst_memory[27] = 16'b0000000000000000;
			inst_memory[28] = 16'b0000000000000000;
			inst_memory[29] = 16'b0000000000000000;
			inst_memory[30] = 16'b0000000000000000;
			inst_memory[31] = 16'b0000000000000000;
		end
	end
	always@(pc)
	begin
		instruction = inst_memory[pc];
	end
	always@(instruction)
	begin
		if(reset == 1'b0)   
		begin
			read_addr1 = 3'b000;
			read_addr2 = 3'b000;
		end
		else 
		begin
			if(instruction[15:13] == 3'b001)   
			begin
				if(instruction[3:0] == 4'b0000)   
				begin
					read_addr1 = instruction[12:10]; 
					read_addr2 = instruction[9:7];  
					write_addr = instruction[6:4];  
					imm_data = 7'b0000000;
					mwrite_addr = 16'b0000000000000000;
					mread_addr = 16'b0000000000000000;
					jump_addr = 16'b0000000000000000;
					branch_addr = 16'b0000000000000000;
					regwrite_enable = 1'b1;
					func_sel = 1'b0;
					result_sel = 2'b00;
					imm_sel = 1'b0;
					mwrite_enable = 1'b0;
					mread_enable = 1'b0;
					memtoreg_sel = 1'b0;
					jump_enable = 1'b0;
					branch_enable = 1'b0;
				end
				else if(instruction[3:0] == 4'b0001)   
				begin
					read_addr1 = instruction[12:10];  
					read_addr2 = instruction[9:7];  
					write_addr = instruction[6:4];  
					imm_data = 7'b0000000;
					mwrite_addr = 16'b0000000000000000;
					mread_addr = 16'b0000000000000000;
					jump_addr = 16'b0000000000000000;
					branch_addr = 16'b0000000000000000;
					regwrite_enable = 1'b1;
					func_sel = 1'b0;
					result_sel = 2'b10;
					imm_sel = 1'b0;
					mwrite_enable = 1'b0;
					mread_enable = 1'b0;
					memtoreg_sel = 1'b0;
					jump_enable = 1'b0;
					branch_enable =	1'b0;		
				end
				else if(instruction[3:0] == 4'b0010)   
				begin
					read_addr1 = instruction[12:10];  
					read_addr2 = instruction[9:7];  
					write_addr = instruction[6:4];  
					imm_data = 7'b0000000;
					mwrite_addr = 16'b0000000000000000;
					mread_addr = 16'b0000000000000000;
					jump_addr = 16'b0000000000000000;
					branch_addr = 16'b0000000000000000;
					regwrite_enable = 1'b1;
					func_sel = 1'b0;
					result_sel = 2'b11;
					imm_sel = 1'b0;
					mwrite_enable = 1'b0;
					mread_enable = 1'b0;
					memtoreg_sel = 1'b0;
					jump_enable = 1'b0;
					branch_enable =	1'b0;		
				end
			end
			else if(instruction[15:13] == 3'b011)   
			begin
				read_addr1 = instruction[12:10];  
				read_addr2 = 3'b000; 
				write_addr = instruction[9:7];  
				imm_data = instruction[6:0];  
				mwrite_addr = 16'b0000000000000000;
				mread_addr = 16'b0000000000000000;
				jump_addr = 16'b0000000000000000;
				branch_addr = 16'b0000000000000000;
				regwrite_enable = 1'b1;
				func_sel = 1'b0;
				result_sel = 2'b00;
				imm_sel = 1'b1;
				mwrite_enable = 1'b0;
				mread_enable = 1'b0;
				memtoreg_sel = 1'b0;
				jump_enable = 1'b0;
				branch_enable =	1'b0;	
			end
			else if(instruction[15:13] == 3'b100)   
			begin
				read_addr1 = instruction[12:10]; 
				read_addr2 = 3'b000;  
				write_addr = instruction[9:7]; 
				imm_data = instruction[6:0];  
				mwrite_addr = 16'b0000000000000000;
				mread_addr = instruction[12:10];
				jump_addr = 16'b0000000000000000;
				branch_addr = 16'b0000000000000000;
				regwrite_enable = 1'b1;
				func_sel = 1'b0;
				result_sel = 2'b00;
				imm_sel = 1'b1;
				mwrite_enable = 1'b0;
				mread_enable = 1'b1;
				memtoreg_sel = 1'b1;
				jump_enable = 1'b0;
				branch_enable =	1'b0;	
			end
			else if(instruction[15:13] == 3'b101)   
			begin
				read_addr1 = instruction[12:10]; 
				read_addr2 = instruction[9:7];
				write_addr = 3'b000;
				imm_data = instruction[6:0]; 
				mwrite_addr = instruction[9:7]; 
				mread_addr = 16'b0000000000000000;
				jump_addr = 16'b0000000000000000;
				branch_addr = 16'b0000000000000000;
				regwrite_enable = 1'b0;
				func_sel = 1'b0;
				result_sel = 2'b00;
				imm_sel = 1'b1;
				mwrite_enable = 1'b1;
				mread_enable = 1'b0;
				memtoreg_sel = 1'b0;
				jump_enable = 1'b0;
				branch_enable =	1'b0;	
			end
			else if(instruction[15:13] == 3'b110)   
			begin
				read_addr1 = instruction[12:10]; 
				read_addr2 = instruction[9:7]; 
				write_addr = 3'b000;
				imm_data = instruction[6:0]; 
				mwrite_addr = 16'b0000000000000000;
				mread_addr = 16'b0000000000000000;
				jump_addr = 16'b0000000000000000;
				branch_addr = instruction[6:0];
				regwrite_enable = 1'b0;
				func_sel = 1'b1;
				result_sel = 2'b01;
				imm_sel = 1'b1;
				mwrite_enable = 1'b0;
				mread_enable = 1'b0;
				memtoreg_sel = 1'b0;
				jump_enable = 1'b0;
				branch_enable =	1'b1;	
			end
			else if(instruction[15:13] == 3'b111)   
			begin
				read_addr1 = 3'b000;
				read_addr2 = 3'b000; 
				write_addr = 3'b000;
				imm_data = 7'b0000000;
				mwrite_addr = 16'b0000000000000000;
				mread_addr = 16'b0000000000000000;
				jump_addr = instruction[12:0];   
				branch_addr = 16'b0000000000000000;
				regwrite_enable = 1'b0;
				func_sel = 1'b0;
				result_sel = 2'b00;
				imm_sel = 1'b0;
				mwrite_enable = 1'b0;
				mread_enable = 1'b0;
				memtoreg_sel = 1'b0;
				jump_enable = 1'b1;
				branch_enable = 1'b0;	
			end
			else   
			begin
				read_addr1 = 3'b000;
				read_addr2 = 3'b000;
				write_addr = 3'b000;
				imm_data = 7'b0000000;
				mwrite_addr = 16'b0000000000000000;
				mread_addr = 16'b0000000000000000;
				jump_addr = 16'b0000000000000000;
				branch_addr = 16'b0000000000000000;
				regwrite_enable = 1'b0;
				func_sel = 1'b0;
				result_sel = 2'b00;
				imm_sel = 1'b0;
				mwrite_enable = 1'b0;
				mread_enable = 1'b0;
				memtoreg_sel = 1'b0;
				jump_enable = 1'b0;
				branch_enable =	1'b0;	
			end
		end
	end
	always@(alu_result, mem_data, memtoreg_sel)
	begin
		if(memtoreg_sel == 1'b1)
			reg_write_data = mem_data;
		else
			reg_write_data = alu_result;
	end
	always@(posedge clock or negedge reset)
	begin
		if(reset == 1'b0)   
		begin
			reg_table[0] = 16'b0000000000000000;
			reg_table[1] = 16'b0000000000000000;
			reg_table[2] = 16'b0000000000000000;
			reg_table[3] = 16'b0000000000000000;
			reg_table[4] = 16'b0000000000000000;
			reg_table[5] = 16'b0000000000000000;
			reg_table[6] = 16'b0000000000000000;
			reg_table[7] = 16'b0000000000000000;
		end
		else if(regwrite_enable == 1'b1)
			reg_table[write_addr] = reg_write_data;
	end
	always@(read_addr1 or read_addr2)
	begin
		read_data1 = reg_table[read_addr1];
		read_data2 = reg_table[read_addr2];
	end
	reg [15:0] mux_data;
	reg [15:0] adder_result;	
	always@(imm_data)
	begin
		if(imm_data[6] == 1'b1)
			ext_imm_data = 16'b1111111110000000 + imm_data;
		else
			ext_imm_data = 16'b0000000000000000 + imm_data;
	end
	always@(read_data2, ext_imm_data, imm_sel)
	begin
		if(imm_sel == 1'b0)
			mux_data = read_data2;
		else
			mux_data = ext_imm_data;
	end
	always@(mux_data, b1, func_sel)
	case(func_sel)
		1'b0 : temp = mux_data;
		1'b1 : temp = ~mux_data + 1;
	endcase
	assign b1 = temp;
	always
	begin
	c[0] = read_data1[0] & b1[0];	
	s1 = b1[1] ^ c[0];
	c1 = b1[1] & c[0];
	adder_result[1] = read_data1[1] ^ s1;
	c2 = read_data1[1] & s1;
	c[1] = c1 | c2;
	s1 = b1[2] ^ c[1];
	c1 = b1[2] & c[1];
	adder_result[2] = read_data1[2] ^ s1;
	c2 = read_data1[2] & s1;
	c[2] = c1 | c2;	
	s1 = b1[3] ^ c[2];
	c1 = b1[3] & c[2];
	adder_result[3] = read_data1[3] ^ s1;
	c2 = read_data1[3] & s1;
	c[3] = c1 | c2;
	s1 = b1[4] ^ c[3];
	c1 = b1[4] & c[3];
	adder_result[4] = read_data1[4] ^ s1;
	c2 = read_data1[4] & s1;
	c[4] = c1 | c2;
	s1 = b1[5] ^ c[4];
	c1 = b1[5] & c[4];
	adder_result[5] = read_data1[5] ^ s1;
	c2 = read_data1[5] & s1;
	c[5] = c1 | c2;
	s1 = b1[6] ^ c[5];
	c1 = b1[6] & c[5];
	adder_result[6] = read_data1[6] ^ s1;
	c2 = read_data1[6] & s1;
	c[6] = c1 | c2;
	s1 = b1[7] ^ c[6];
	c1 = b1[7] & c[6];
	adder_result[7] = read_data1[7] ^ s1;
	c2 = read_data1[7] & s1;
	c[7] = c1 | c2;
	s1 = b1[8] ^ c[7];
	c1 = b1[8] & c[7];
	adder_result[8] = read_data1[8] ^ s1;
	c2 = read_data1[8] & s1;
	c[8] = c1 | c2;
	s1 = b1[9] ^ c[8];
	c1 = b1[9] & c[8];
	adder_result[9] = read_data1[9] ^ s1;
	c2 = read_data1[9] & s1;
	c[9] = c1 | c2;
	s1 = b1[10] ^ c[9];
	c1 = b1[10] & c[9];
	adder_result[10] = read_data1[10] ^ s1;
	c2 = read_data1[10] & s1;
	c[10] = c1 | c2;
	s1 = b1[11] ^ c[10];
	c1 = b1[11] & c[10];
	adder_result[11] = read_data1[11] ^ s1;
	c2 = read_data1[11] & s1;
	c[11] = c1 | c2;
	s1 = b1[12] ^ c[11];
	c1 = b1[12] & c[11];
	adder_result[12] = read_data1[12] ^ s1;
	c2 = read_data1[12] & s1;
	c[12] = c1 | c2;
	s1 = b1[13] ^ c[12];
	c1 = b1[13] & c[12];
	adder_result[13] = read_data1[13] ^ s1;
	c2 = read_data1[13] & s1;
	c[13] = c1 | c2;
	s1 = b1[14] ^ c[13];
	c1 = b1[14] & c[13];
	adder_result[14] = read_data1[14] ^ s1;
	c2 = read_data1[14] & s1;
	c[14] = c1 | c2;
	s1 = b1[15] ^ c[14];
	c1 = b1[15] & c[14];
	adder_result[15] = read_data1[15] ^ s1;
	c2 = read_data1[15] & s1;
	c[15] = c1 | c2;
	end
	assign and_result = read_data1 & mux_data;
	assign not_result = ~read_data1 + mux_data;
	always@(adder_result, and_result, not_result, result_sel)
	case(result_sel)
		2'b00 : alu_result = adder_result;
		2'b01 : 
		begin
			if(adder_result >= 0)
				alu_result = 8'b00000000;
			else
				alu_result = 8'b00000001;
		end
		2'b10 : alu_result = and_result;
		2'b11 : alu_result = not_result;
	endcase
endmodule
==> /design/flow/run.sh <==
#!/bin/bash
# OpenROAD 26Q1-2900-gdf79404cd8, Yosys 0.63+post, stock flow scripts
make -C /OpenROAD-flow-scripts/flow DESIGN_CONFIG=/design/flow/config.mk WORK_HOME=/design/flow/orfs finish
==> /design/flow/config.mk <==
export PLATFORM = sky130hd
export DESIGN_NAME = testpc
export DESIGN_NICKNAME = testpc
export VERILOG_FILES = /design/flow/design.v
export SDC_FILE = /design/flow/constraint.sdc
export NUM_CORES = 4
export LEC_CHECK = 1
export CORE_UTILIZATION = 30
==> /design/flow/constraint.sdc <==
current_design testpc

set clk_period 15.7
set clk_io_pct 0.2

create_clock -name clk0 -period $clk_period [get_ports {clock}]

set non_clock_inputs [all_inputs -no_clocks]
set_input_delay [expr $clk_period * $clk_io_pct] -clock clk0 $non_clock_inputs
set_output_delay [expr $clk_period * $clk_io_pct] -clock clk0 [all_outputs]
==> flow_summary.json <==
{
  "crit_family": "adder cells",
  "min_to": "reg_table[2][4]",
  "synth-main-ff-cell": "dfrtp_1",
  "hold_ws_ns": 0.488,
  "drc_errors": 0,
  "setup_viol": 0,
  "unclocked_pins": 41,
  "n_fill_cell": 3611,
  "synth.area.top_cells": "dfrtp_1 29%, o21ai_0 7.4%, nand2_1 7.4%",
  "rr_startpoint": "pc[4]",
  "vias_per_cell": 5.11,
  "skew_ns": 0.0106,
  "synth_top_area_share_pct": 29.1,
  "clk_latency_ns": 0.43,
  "power.static_leakage_nw": 5.63,
  "cts_tree": "done",
  "die_h_microns": 194,
  "htree_levels": 4,
  "critical_path.startpoint": "reset",
  "crit_type": "input port to output pin",
  "cts_setup_buffers": 0,
  "dr_total_vias": 9626,
  "grt_antenna_before_repair": 0,
  "avgSynthCellArea_sq_um": 8.30,
  "warning_count": 29,
  "dp_cells": 1853,
  "ys_warn_count": 22,
  "crit_required_ns": 12.56,
  "numSynthFlops": 185,
  "first_pass_iters": 25,
  "gr-total-overflow": 0,
  "synthCells": 1326,
  "crit_arrival_ns": 12.01,
  "final_util_pct": 36.7,
  "grt_util_all_layers_pct": 19.6,
  "min-delay-start": "reg_table[2][4]",
  "gp_congestion": 0.943,
  "grt_start_max_net_pins": 57,
  "synth_chip_area_sq_um": 11000,
  "instances_no_fill": 1884,
  "slew_viol_final": 0,
  "max-slew-margin-rel_pct": 46.8,
  "grt_pass1_wl_microns": 55300,
  "path_common_cell": "fa_1",
  "tightest_slew_ns": 0.790,
  "cts_resized": 0,
  "insertedDiodeCount": 0,
  "untimed_endpoints": 61,
  "pin_count": 148,
  "io_buffers": 128,
  "clk_path_buf_depth": 2,
  "ir_worst_vdd_mv": 0.172,
  "reg2reg_to": "pc[14]",
  "top_area_cell": "dfrtp_1",
  "wirelength_microns": 35400,
  "rsz0062_at_grt": "no",
  "setup_tns_ns": 0,
  "crit_fanout": 42,
  "fp.coreArea_sq_um": 35800,
  "area_growth_pct": 19.6,
  "core.rowCount": 69,
  "final_layout_top_logic_cells": "217 x nand2_1, 163 x o21ai_0, 128 x dfrtp_1",
  "hold_path.class": "register to register",
  "r2r_setup_slack_ns": 3.62,
  "cp_num_buf_inv": 6,
  "hold_buffers": 0,
  "async_flop_share_pct": 69.2,
  "critical-path-slowest-cell": "dlxtn_2",
  "fp_util_pct": 30.7,
  "ff2ff_path_depth": 37,
  "grt_pass1_vias": 9074,
  "timing.fmax_mhz": 66.0,
  "post-dp-hpwl_microns": 25700,
  "slowest_delay_ns": 0.52,
  "ys_cells": 1326,
  "final-hold-violation-count": 0,
  "finalCriticalPeriod_ns": 15.15,
  "max_cap_viol_count": 0,
  "synth-edff-count": 0,
  "finalClockPeriodUsage_pct": 96.5,
  "start_kind": "input port",
  "p_per_area_nw_per_um2": 265,
  "syn_area_sq_um": 11000,
  "synthDistinctLibCells": 84,
  "die_w_microns": 194,
  "drive_above_1_share_pct": 8.64,
  "ant_nets": 0,
  "holdPathStages": 2,
  "outcome": "finished clean",
  "path_clk_slew_ns": 0.07,
  "final_common_cell": "nand2_1",
  "dieArea_sq_um": 37500,
  "wl_per_cell_microns": 18.8,
  "ctsRootBufferMaster": "clkbuf_16",
  "drtIter0Drc": 690,
  "crit_path_end_kind": "output pin",
  "cts_buffers": 17
}
==> sequential cells by signal, indices dropped and copies added (netlist names) <==
register,count
regwrite_enable,1
pc,16
jump_addr,12
write_addr,3
jump_enable,1
func_sel,1
imm_sel,1
branch_addr,6
imm_data,6
result_sel,2
read_addr1,3
reg_table,128
mread_enable,1
mwrite_enable,1
read_addr2,3
==> where the power goes <==
| part | leakage (nW) | switching [mW] | total, mW | internal (mW) |
|---|---|---|---|---|
| Clock | 0.290 | 0.170 | 0.438 | 0.268 |
| Combinational | 3.25 | 1.22 | 2.29 | 1.07 |
| Sequential | 2.10 | 0.203 | 0.759 | 0.556 |
| Total | 5.63 | 1.59 | 3.49 | 1.89 |
==> cells by family after synthesis <==
family	Yosys count	share of synthesized area, %
buffers and inverters	202	9.27
DFF	144	32.0
AOI/OAI and AO/OA	356	19.8
adders and majority gates	29	4.32
other	1	0.0341
and+or+nand+nor	446	18.2
muxes	71	7.89
xor gates and xnor gates	36	2.87
latches	41	5.59
==> worst max path at each step <==
| stage | end | cells past startpoint |
|---|---|---|
| 6_report | reg_write_data[15] | 30 |
| 5_1_grt | reg_write_data[15] | 32 |
| 4_1_cts | reg_write_data[15] | 30 |
==> stage by stage <==
step	power, mW	worst slack [ns]	instance area [sq um]
2_1_floorplan	1.99	1.59	11100
3_3_place_gp	3.05	0.265	12500
3_5_place_dp	3.05	0.209	12500
4_1_cts	3.51	0.141	13100
5_1_grt	3.79	0.00294	13200
6_report	3.49	0.552	13200
==> metal layers <==
metal  wire [microns]  track usage, %
met5                0               0
met4              618            2.81
met3             3260            6.54
met2            15700            29.5
met1            15800            28.7
==> layout make-up <==
| class | count | area [sq um] | share of cell area [%] |
|---|---|---|---|
| Clock buffer | 20 | 437 | 3.32 |
| Clock inverter | 11 | 180 | 1.37 |
| Inverter | 69 | 259 | 1.97 |
| Multi-Input combinational cell | 969 | 5960 | 45.3 |
| Sequential cell | 185 | 4140 | 31.5 |
| Tap cell | 461 | 577 | 4.38 |
| Timing Repair Buffer | 169 | 1600 | 12.2 |
==> worst register-to-register path, delay by kind of cell, from the launching register on <==
| family | cells | cell delay [ns] |
|---|---|---|
| AOI/OAI and AO/OA | 6 | 1.14 |
| xor gates and xnor gates | 1 | 0.21 |
| DFF | 1 | 0.70 |
| and+or+nand+nor | 11 | 3.08 |
| adders and majority gates | 12 | 4.63 |
| buffers and inverters | 4 | 1.04 |
| latches | 1 | 0.52 |
| muxes | 2 | 0.63 |
==> synthesized netlist by cell type (11+ instances only) <==
cell type and n:
o21ai_1 12, clkbuf_1 61, inv_1 62, fa_1 15
xnor2_1 23, nor2b_1 22, dfrtp_1 128, o22ai_1 19
buf_4 51, nor3_1 11, dfxtp_1 16, ha_1 14
nand3_1 22, dlxtn_1 41, nand2b_1 21, mux2i_1 50
o21ai_0 163, nand2_1 217, xor2_1 13, nor2_1 97
a21oi_1 51, a221oi_1 12, and2_1 12, mux4_2 11
No activity file was given, so power comes from the tool's default toggle rates.
